==> flow/design.v <==
module ALU(
    input clk,  
  input [7:0] A,B,  
  input [3:0] opcode, 
  output reg [7:0] out 
);
  reg [7:0] acc;
always@(posedge clk)  
    begin
      case(opcode)
            4'b0000:   
                acc = A + B;
            4'b0001:   
                acc = A - B;
            4'b0010:   
                acc = B * A;
            4'b0011:   
                acc = A / B;
        	4'b0100:  
              	acc= acc + A;
        	4'b0101:  
              	acc= acc * A;
        	4'b0110:  
              	acc= acc + (A * B);
        	4'b0111:  
              	acc= A << 1;
        	4'b1000:  
              	acc= A >> 1;
        	4'b1001:  
              	acc= A & B;
        	4'b1010:  
              	acc= A | B;
        	4'b1011:  
              	acc= A ^ B;
        	4'b1100:  
              	acc= A ~& B;
        	4'b1101:  
              begin
                if(A == B)
                  acc= 8'hFF;
                else
                  acc=0;
              end
        	4'b1110:  
              begin
                if(A>B)
                  acc=8'hFF;
                else
                  acc=0;
              end
        	4'b1111:  
              begin
                if (A<B)
                  acc=8'hFF;
                else
                  acc= 0;
              end
            default: acc = A;
        endcase
        out = acc;
    end    
endmodule 
==> flow/run.sh <==
#!/bin/bash
# OpenROAD 26Q1-2900-gdf79404cd8, Yosys 0.63+post, stock flow scripts
make -C /OpenROAD-flow-scripts/flow DESIGN_CONFIG=/design/flow/config.mk WORK_HOME=/design/flow/orfs finish
==> flow/config.mk <==
export PLATFORM = sky130hd
export DESIGN_NAME = ALU
export DESIGN_NICKNAME = ALU
export VERILOG_FILES = /design/flow/design.v
export SDC_FILE = /design/flow/constraint.sdc
export NUM_CORES = 4
export LEC_CHECK = 1
export CORE_UTILIZATION = 50
==> flow/constraint.sdc <==
current_design ALU

set clk_period 20.1
set clk_io_pct 0.2

create_clock -name clk0 -period $clk_period [get_ports {clk}]

set non_clock_inputs [all_inputs -no_clocks]
set_input_delay [expr $clk_period * $clk_io_pct] -clock clk0 $non_clock_inputs
set_output_delay [expr $clk_period * $clk_io_pct] -clock clk0 [all_outputs]
==> flow_metrics.env <==
# yosys + openroad results
export IMPL_die_size_y_um=104
export IMPL_combGateArea_um2=4650
export IMPL_largest_area_cell="sky130_fd_sc_hd__ha_1"
export IMPL_ys_area_um2=5190
export IMPL_rows=36
export IMPL_cts_hold_buffers=0
export IMPL_power_density_nw_per_um2=59.3
export IMPL_tool_warnings=45
export IMPL_detail_route_drc_violations=0
export IMPL_synthesis_yosys_warnings=1
export IMPL_min_delay_start="out[7]$_DFF_P_"
export IMPL_ys_ff=8
export IMPL_ys_async_sr_fraction_pct=0
export IMPL_p_leak_uw=0.00268
export IMPL_grt_first_pass_wirelength_mm=25.7
export IMPL_min_path_type="flip-flop to flip-flop"
export IMPL_worst_r2r_setup_slack_ns=15.78
export IMPL_h_tree_depth=1
export IMPL_skew_ns=0.0110
export IMPL_setup_total_negative_slack_ns=0
export IMPL_timing_slew_headroom_pct=43.0
export IMPL_core_area_um2=9910
export IMPL_io_buffers=28
export IMPL_min_to="out[7]$_DFF_P_"
export IMPL_netlist_instances=683
export IMPL_clock_sinks=8
export IMPL_cp_data_required_time_ns=20.22
export IMPL_antenna_violations_before_repair=0
export IMPL_synth_avg_cell_area_um2=7.60
export IMPL_critical_path_reg2reg_startpoint="out[1]$_DFF_P_"
export IMPL_critical_path_reg2reg_endpoint="out[5]$_DFF_P_"
export IMPL_drt_pre_antenna_iters=5
export IMPL_synth_cells_yosys=683
export IMPL_tritoncts_clock_tree="yes"
export IMPL_critical_path_class="input port to flip-flop"
export IMPL_avgViaCountPerCell=5.95
export IMPL_synth_lib_cells_used_distinct=61
export IMPL_buffer_count_from_post_cts_setup_fixing=0
export IMPL_flip_flop_count_of_the_largest_register_all_copies_and_words_added=8
export IMPL_cts_root_to_sink_buffers=2
export IMPL_worst_pin_slew_ns=0.851
export IMPL_cp_common_cell="sky130_fd_sc_hd__o21a_1"
export IMPL_status="completed"
export IMPL_dr_first_iter_drc_count=277
export IMPL_top_cells_by_area="sky130_fd_sc_hd__ha_1 (25%), sky130_fd_sc_hd__fa_1 (10%), sky130_fd_sc_hd__xnor2_1 (6.4%)"
export IMPL_die_x_um=104
export IMPL_post_cts_resized_instances=0
export IMPL_endpoints_failing_hold=0
export IMPL_clk_latency_ns=0.23
export IMPL_maxCapViolCount=0
export IMPL_regArea_um2=160
export IMPL_layout_filler_cells=932
export IMPL_chip_area_um2=10800
export IMPL_global_route_overflow_total=0
export IMPL_finalCoreUtilization_pct=57.1
export IMPL_finalWirelength_mm=16.2
export IMPL_critical_path_max_stage_delay_ns=0.65
export IMPL_worstSetupStartpointType="input port"
export IMPL_synth_yosys_seq_area_share_pct=3.08
export IMPL_area_growth_pct=8.99
export IMPL_vias=4946
export IMPL_initial_core_util_pct=52.4
export IMPL_path_max_fanout=12
export IMPL_synth_main_ff_cell="sky130_fd_sc_hd__dfxtp_1"
export IMPL_timing_critical_path_arrival_ns=15.83
export IMPL_antenna_cells_inserted=0
export IMPL_maximum_number_of_pins_on_one_net_before_global_route_repair=48
export IMPL_global_route_usage_over_all_layers_pct=31.4
export IMPL_timing_final_max_slew_violations=0
export IMPL_enable_flop_cells=0
export IMPL_grt_pass1_vias=4726
export IMPL_clkTransAtPathRegs_ns=0.05
export IMPL_fmax_mhz=63.7
export IMPL_cts_root_buffer="sky130_fd_sc_hd__clkbuf_8"
export IMPL_ioPinCount=29
export IMPL_critPathSlowestCell="sky130_fd_sc_hd__a21oi_1"
export IMPL_final_min_clock_period_ns=15.70
export IMPL_cts_made_buffers=3
export IMPL_synth_top_area_share_pct=24.6
export IMPL_min_delay_path_depth=3
export IMPL_share_of_cells_above_drive_strength_1_pct=5.01
export IMPL_timing_critical_path_to_type="flip-flop"
export IMPL_routed_wire_length_per_instance_um=19.5
export IMPL_min_period_over_period_pct=78.1
export IMPL_gp_congestion=1.01
export IMPL_ir_worst_vdd_v=0.0000497
export IMPL_dpl_hpwl_mm=13.0
export IMPL_timing_final_setup_violations=0
export IMPL_grt_setup_unrepaired="false"
export IMPL_ant_nets=0
export IMPL_mapped_area_um2=5190
export IMPL_r2r_worst_path_cells=16
[cells in the final DEF (no fill, tap or decap), drive strengths merged, types with 3 or more instances in the layout]
cell type	count
o211ai	9
mux2i	6
nand3	9
buf	11
a221oi	6
o22ai	5
clkbuf	3
dfxtp	8
o21bai	5
nor4	7
a211oi	4
a21oi	43
o21ai	35
nand2b	7
fa	27
nor3	24
inv	72
nand2	56
nand4	3
xor2	11
clkdlybuf4s50	28
ha	102
a2bb2oi	3
nor2b	5
nor2	59
o21a	23
and2	18
o31ai	3
a32o	3
a21o	12
mux2	14
or3	4
a22oi	7
xnor2	38
[synthesized netlist by cell type, types with 7 or more instances]
master                     instances
sky130_fd_sc_hd__fa_1             27
sky130_fd_sc_hd__o211ai_1          8
sky130_fd_sc_hd__inv_1            72
sky130_fd_sc_hd__clkbuf_1         22
sky130_fd_sc_hd__nor4_1            7
sky130_fd_sc_hd__o21ai_0          33
sky130_fd_sc_hd__and2_1           18
sky130_fd_sc_hd__nand2_1          56
sky130_fd_sc_hd__nand3_1           9
sky130_fd_sc_hd__nor3_1           24
sky130_fd_sc_hd__xnor2_1          38
sky130_fd_sc_hd__dfxtp_1           8
sky130_fd_sc_hd__ha_1            102
sky130_fd_sc_hd__nand2b_1          7
sky130_fd_sc_hd__a22oi_1           7
sky130_fd_sc_hd__o21a_1           23
sky130_fd_sc_hd__xor2_1           11
sky130_fd_sc_hd__mux2_2           10
sky130_fd_sc_hd__nor2_1           58
sky130_fd_sc_hd__a21oi_1          43
sky130_fd_sc_hd__a21o_1           12
[per-stage QoR]
step	hold WS [ns]	setup WS [ns]	power (uW)	cell area [um2]	cells
final	0.767	4.40	335	5660	831
after global routing	0.815	3.43	371	5660	831
after CTS	0.774	4.49	336	5660	831
after detailed placement	0.769	4.26	315	5620	828
after global placement	0.757	4.58	312	5620	828
after floorplan	0.668	6.11	233	5190	683
[cell type report]
class	instances	area share, %
flip-flops and latches	8	2.83
well taps	133	2.94
multi-input cells	574	82.2
clock buffers	3	0.730
repair buffers	39	6.41
inverters	74	4.91
[worst max-delay path, delay by kind of cell]
kind	cells	cell delay, ns
compound gates	31	6.21
fa+ha+maj	7	2.00
buf+inv	1	0.53
mux	4	1.38
simple gates	7	1.65
[worst max-delay path by stage]
stage,from,slack [ns],cells past startpoint,end
CTS,B[5],4.49,50,out[0]$_DFF_P_
global route,B[5],3.43,52,out[0]$_DFF_P_
finish,B[5],4.40,50,out[0]$_DFF_P_
[per-layer routing]
layer  wire length (um)  GRT usage [%]  vias up  part of all wire (%)
met4                379           6.22        0                   2.3
met1               7310           45.3     2308                    45
met3               1220           6.25       27                   7.5
li1                   -              -     2426                     -
met2               7300           49.8      185                    45
met5                  0              0        -                     0
[power by group]
group,total (uW),internal (uW),switching (uW)
Combinational,288,131,156
Sequential,27.8,20.4,7.40
Clock,19.7,13.0,6.71
[cells by family after synthesis]
group | after synthesis | synth area share [%]
buffers and inverters | 101 | 7.35
AND-OR/OR-AND | 176 | 22.9
adder cells (fa/ha/maj) | 129 | 35.0
multiplexers | 20 | 4.48
XOR/XNOR | 51 | 9.13
flip-flops | 8 | 3.08
AND/OR/NAND/NOR | 198 | 18.1
Power and IR drop assume default switching activity.
